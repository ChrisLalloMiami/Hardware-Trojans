===== flow/config.mk =====
export PLATFORM = sky130hd
export DESIGN_NAME = dual_port_RAM
export DESIGN_NICKNAME = dual_port_RAM
export VERILOG_FILES = /design/flow/design.v
export SDC_FILE = /design/flow/constraint.sdc
export NUM_CORES = 4
export LEC_CHECK = 1
export CORE_UTILIZATION = 50
export SYNTH_HDL_FRONTEND = slang
export SYNTH_MEMORY_MAX_BITS = 65536

===== flow/run.sh =====
#!/bin/bash
# OpenROAD 26Q1-2900-gdf79404cd8, Yosys 0.63+post, stock flow scripts
make -C /OpenROAD-flow-scripts/flow DESIGN_CONFIG=/design/flow/config.mk WORK_HOME=/design/flow/orfs finish

===== flow/constraint.sdc =====
current_design dual_port_RAM

set clk_period 147.4
set clk_io_pct 0.2

create_clock -name clk0 -period $clk_period [get_ports {clock}]

set non_clock_inputs [all_inputs -no_clocks]
set_input_delay [expr $clk_period * $clk_io_pct] -clock clk0 $non_clock_inputs
set_output_delay [expr $clk_period * $clk_io_pct] -clock clk0 [all_outputs]

===== flow/design.v =====
module dual_port_RAM #(
parameter DATA_WIDTH    = 32,
          ADDRESS_WIDTH = 32,
          INDEX_BITS    = 8,
          RW            = "NEW_DATA"
) (
input clock,
input writeEnable_0, writeEnable_1,  
input  [DATA_WIDTH-1:0]    writeData_0,  
input  [DATA_WIDTH-1:0]    writeData_1,  
input  [ADDRESS_WIDTH-1:0] address_0,  
input  [ADDRESS_WIDTH-1:0] address_1,  
output [DATA_WIDTH-1:0]   readData_0,  
output [DATA_WIDTH-1:0]   readData_1  
);
reg r_we0, r_we1; 
reg [INDEX_BITS-1:0] r_address0, r_address1;
wire [DATA_WIDTH-1:0] t_data_out0, t_data_out1;
always @(posedge clock)begin
  r_address0 <= address_0[INDEX_BITS-1:0];
  r_address1 <= address_1[INDEX_BITS-1:0];
  r_we0      <= writeEnable_0 & ~(writeEnable_1 & (address_0 == address_1));
  r_we1      <= writeEnable_1;
end
simple_dual_port_ram #(
  .DATA_WIDTH(DATA_WIDTH),
  .ADDRESS_WIDTH(ADDRESS_WIDTH),
  .INDEX_BITS(INDEX_BITS)
) RAM (
  .clock(clock),
  .writeEnable_0(writeEnable_0), 
  .writeEnable_1(writeEnable_1),
  .writeData_0(writeData_0), 
  .writeData_1(writeData_1), 
  .address_0(address_0),
  .address_1(address_1),
  .readData_0(t_data_out0),
  .readData_1(t_data_out1)
);
assign readData_0 = r_we1 & (r_address1 == r_address0) & (RW == "NEW_DATA") ?
                   t_data_out1 : t_data_out0;
assign readData_1 = r_we0 & (r_address0 == r_address1) & (RW == "NEW_DATA") ?
                   t_data_out0 : t_data_out1;
endmodule
module simple_dual_port_ram #(
parameter DATA_WIDTH    = 32,
          ADDRESS_WIDTH = 32,
          INDEX_BITS    =  8,
          PROGRAM       = ""
) (
input clock,
input writeEnable_0, writeEnable_1,  
input  [DATA_WIDTH-1:0]    writeData_0,  
input  [DATA_WIDTH-1:0]    writeData_1,  
input  [ADDRESS_WIDTH-1:0] address_0,  
input  [ADDRESS_WIDTH-1:0] address_1,  
output reg [DATA_WIDTH-1:0] readData_0,  
output reg [DATA_WIDTH-1:0] readData_1  
);
localparam RAM_DEPTH = 1 << INDEX_BITS;
reg [DATA_WIDTH-1:0] ram [0:RAM_DEPTH-1];
wire port0_we;
assign port0_we = writeEnable_0 & ~(writeEnable_1 & (address_0 == address_1));  
always@(posedge clock)begin
  if(port0_we) begin
    ram[address_0] <= writeData_0;
	  readData_0     <= writeData_0;
  end
  else begin
	  readData_0 <= ram[address_0];
  end
end
always@(posedge clock)begin
  if(writeEnable_1) begin
    ram[address_1]  <= writeData_1;
	  readData_1      <= writeData_1;
  end
  else begin
	  readData_1 <= ram[address_1];
  end
end
initial begin
  if(PROGRAM != "")begin
    $readmemh(PROGRAM, ram);
  end
end
endmodule

==> run summary <==
fresh numbers from the pnr run: Detail Route Antenna Nets=1, reg2reg start=RAM.ram[100][13]$_DFFE_PP_, Flop area=0.248 mm^2, Chip Area, Yosys=0.486 mm^2, fin. max-slew vios=37, Final min period=36.13 ns, pwr dens=10.5 mW/mm^2, cell count in the Yosys report=30500, maxcap violations=10, vias per cell=7.64, FP Util=0.502, CTS tree=done, Max clock buf depth=5, synthesized area=0.486 mm^2, RSZ-0062 raised after global routing=no, hold violation total from the final report=0, PostCTS Resize Cnt=0, die area=0.976 mm^2, # Post-CTS Setup Buffers=0, Ys Warns=0, Critical-path top delay cell=buf_4, Startpoint Class=input pin, Area Overhead vs Synth=11.4%, Die Height=988 um, final wirelength=2480000 um, post-synthesis cell count=30500, hold path startpoint=RAM.ram[72][31]$_DFFE_PP_, Area leader share=0.506, layout cells sized above 1=0.532, fill count=75000, die span in x=988 um, antenna violations before repair=398, Root Buffer=clkbuf_16, largest net degree at the start of global routing=101, Seq cells post-synth=8274, Commonest Layout Cell=edfxtp_1, total number of vias=339000, grt total ovfl=0, Top cells excl fill/tap=edfxtp_1, mux2_2, mux4_2, failing checks=antenna violations, max-capacitance violations, max-slew violations, CP arrival=37.22 ns, Layout Skew=0.138 ns, drt first-iter violations=32200, Final Util=0.559, Final Power=5710 uW, flop2flop setup slack=142.78 ns, H-tree depth=6, WL/cell=56.0 um, vias in the first global route=343000, cell type with the largest total area after synthesis=edfxtp_1, Latency at later pin=1.29 ns, Worst R2R Path Depth=8, global-route wire length before repair=3240000 um, gr usage total=0.558, Unique cell types=92, core area=0.968 mm^2, Critical Path End Type=flip-flop, maximum VDD drop=0.0000121 V, final setup vio count=0, HPWL Detailed=1630000 um, main area contributors=edfxtp_1, mux2_2, mux4_2, GP Congestion=1.13, most used cell, CP=buf_4, # IOs=195, worst hold endpoint=RAM.readData_1[31]$_DFF_P_, Leak Pwr=0.173 uW, Worst Path Max Fanout=27, number of enable flip-flop cells=8192, DRT Pass-1 Iters=10, Synth Seq Share=0.510, RR Endpoint=RAM.readData_0[13]$_DFF_P_, worst-path cell chain=buf_8 > buf_4 > buf_4 > nand3b_1 > buf_4 > buf_4 > buf_4 > o22ai_1 > nor3_1 > o221ai_1 > buf_4 > a22oi_1 > buf_4 > o221ai_1 > a31oi_1, WS Path Type=in -> reg, MI comb area=0.226 mm^2, CTS Sinks=8274, CTS Buf Count=946, worst hold path type=reg -> reg, DR DRC count=0, Crit path largest cell delay=0.90 ns, cycle use final=0.245, setup_tns=0 ns, Hold Buf Count CTS=0, dominant register cell=edfxtp_1, run status=finished, violations left, Avg Synthesized Cell Area=15.9 um^2, worst relative slew slack=-0.275, ys async rst share=0, Hold Crit Depth=5, Tightest Pin Transition=1.86 ns, fmax=27.7 MHz, row count=361, Reg clk slew, reported paths=0.06 ns, crit path DRT=148.49 ns, port bufs=194, OpenROAD warnings=35
cells by family after synthesis:
family	after synthesis	synth area share
AND/OR/NAND/NOR	2202	0.0201
buffers and inverters	4203	0.0396
XOR/XNOR	40	0.000721
multiplexers	13200	0.394
AND-OR/OR-AND	2613	0.0360
flip-flops	8274	0.510
synth_stat cells (143+ instances only):
cell	count
mux2_1	266
nand3_1	223
buf_2	1133
nand2_1	1195
a21oi_1	303
clkbuf_1	2436
edfxtp_1	8192
a22oi_1	399
o22ai_1	638
mux2_2	7879
mux4_2	3911
buf_4	399
o21ai_0	472
nor2_1	349
buf_1	143
a32oi_1	222
mux2i_1	1161
power by group:
part	switching, uW	internal [uW]
sequential	12.4	2600
clock	1030	1280
combinational	521	264
layer usage:
layer,vias up,share of wire,GRT usage,routed length [um]
met5,-,0.015,0.342,36900
met3,8753,0.22,0.530,555000
li1,125000,-,-,-
met4,668,0.097,0.395,240000
met2,33400,0.39,0.660,971000
met1,171000,0.27,0.580,679000
worst max-delay path: cells and delay by family:
family	cells	cell delay (ns)
buffers and inverters	8	4.23
AND/OR/NAND/NOR	2	0.85
AND-OR/OR-AND	5	2.34
how the worst max path moves through the flow:
| stage | startpoint | endpoint | slack, ns |
|---|---|---|---|
| final | address_0[5] | RAM.readData_0[23]$_DFF_P_ | 111.27 |
| after global routing | address_1[1] | RAM.readData_1[28]$_DFF_P_ | 111.66 |
| after CTS | address_1[1] | RAM.readData_1[28]$_DFF_P_ | 112.00 |
area by class of cell:
| type | instances | area share |
|---|---|---|
| clock buffer | 1249 | 0.0467 |
| multi-input combinational | 18100 | 0.417 |
| inverter | 18 | 0.000213 |
| tap | 12900 | 0.0298 |
| sequential | 8274 | 0.458 |
| timing repair buffer | 2565 | 0.0381 |
| clock inverter | 455 | 0.00673 |
| antenna | 804 | 0.00372 |
through the flow:
stage	cells	worst slack, ns	hold slack [ns]	area (um^2)
2_1_floorplan	30500	113.52	0.787	486000
3_3_place_gp	41800	109.95	1.04	510000
3_5_place_dp	41800	110.83	1.02	510000
4_1_cts	43500	112.00	1.04	539000
5_1_grt	44000	111.66	1.10	540000
6_report	44300	111.27	1.03	541000
state kept, by name, summed over array words and instances (netlist names):
name            cells
RAM.ram          8192
r_we0               1
RAM.readData_0     32
r_we1               1
RAM.readData_1     32
r_address0          8
r_address1          8
Power is estimated from default activity; no workload was simulated.
